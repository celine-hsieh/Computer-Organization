==> /design/flow/design.v <==
module Mux (
    input [31:0] rs1_data_out,
    input [31:0] PC,
    input alu_op1_sel,
    input jb_op1_sel,
    input [31:0] rs2_data_out,
    input [31:0] imm_ext_out,
    input alu_op2_sel,
    input [31:0] ld_data_f,
    input [31:0] alu_out,
    input wb_sel,
    input [31:0] PCPlus4,
    input [31:0] jb_out,
    input next_pc_sel,
    output [31:0] alu_operand1,
    output [31:0] alu_operand2,
    output [31:0] jb_operand1,
    output [31:0] wb_data,
    output [31:0] next_pc
);
assign alu_operand1 = (alu_op1_sel) ? rs1_data_out : PC;
assign alu_operand2 = (alu_op2_sel) ? rs2_data_out : imm_ext_out;
assign jb_operand1 = (jb_op1_sel) ? rs1_data_out : PC;
assign wb_data = (wb_sel) ? ld_data_f : alu_out;
assign next_pc = (next_pc_sel) ? PCPlus4 : jb_out;
endmodule
==> /design/flow/run.sh <==
#!/bin/bash
# OpenROAD 26Q1-2900-gdf79404cd8, Yosys 0.63+post, stock flow scripts
make -C /OpenROAD-flow-scripts/flow DESIGN_CONFIG=/design/flow/config.mk WORK_HOME=/design/flow/orfs finish
==> /design/flow/config.mk <==
export PLATFORM = sky130hd
export DESIGN_NAME = Mux
export DESIGN_NICKNAME = Mux
export VERILOG_FILES = /design/flow/design.v
export SDC_FILE = /design/flow/constraint.sdc
export NUM_CORES = 4
export LEC_CHECK = 1
export CORE_AREA = 10 10 168 168
export DIE_AREA = 0 0 178 178
==> /design/flow/constraint.sdc <==
current_design Mux

set clk_period 1.0
set clk_io_pct 0.2

create_clock -name clk0 -period $clk_period

set non_clock_inputs [all_inputs -no_clocks]
set_input_delay [expr $clk_period * $clk_io_pct] -clock clk0 $non_clock_inputs
set_output_delay [expr $clk_period * $clk_io_pct] -clock clk0 [all_outputs]
==> results.sh <==
# source this file to load flow results
export IMPL_num_rows=57
export IMPL_cpMaxStageDelayCell="mux2_4"
export IMPL_cp_data_required_time_ns=0.80
export IMPL_lay_top_count="dlygate4sd2_1"
export IMPL_setup_viol=160
export IMPL_grt_pass1_wl_um=25100
export IMPL_drc=0
export IMPL_ff_count=0
export IMPL_synth_adder_area_share=0
export IMPL_hold_start="PCPlus4[7]"
export IMPL_p_leak_nw=4.13
export IMPL_grt_util_all_layers=0.104
export IMPL_mux_share=0.869
export IMPL_synth_cell_types=4
export IMPL_xor_share=0
export IMPL_worst_setup_path_end_kind="output pin"
export IMPL_antenna_left=0
export IMPL_yosys_area_um2=2720
export IMPL_path_max_fanout=8
export IMPL_antenna_found_initial=1
export IMPL_num_vias=3286
export IMPL_syn_area_um2=2720
export IMPL_ys_seq_share=0
export IMPL_wirelength_um=18700
export IMPL_powerDensity_nw_per_um2=424
export IMPL_core_area_um2=24500
export IMPL_grt_pass1_vias=3581
export IMPL_dieWidth_um=178
export IMPL_drv_slew=0
export IMPL_ir_drop_uv=195
export IMPL_slowest_delay_ns=0.32
export IMPL_status="finished with violations"
export IMPL_io_pins=421
export IMPL_lay_top_cells="dlygate4sd2_1 (211), mux2_4 (158), buf_6 (140), buf_2 (39), clkdlybuf4s50_1 (31)"
export IMPL_crit_chain="buf_12 > buf_8 > buf_12 > mux2_4 > buf_6"
export IMPL_ys_sh_simple=0
export IMPL_drtIter0Drc=49
export IMPL_wire_per_inst_um=19.4
export IMPL_worstSetupPathType="in2out"
export IMPL_vias_per_cell=3.41
export IMPL_hpwlAfterDp_um=15600
export IMPL_ys_cells=180
export IMPL_fp_util=0.111
export IMPL_fillers=2516
export IMPL_syn_to_final_growth_pct=186
export IMPL_die_height_um=178
export IMPL_logic_family="multiplexers"
export IMPL_drive_above_1_share=0.599
export IMPL_warning_count=34
export IMPL_finalClockPeriodUsage=1.23
export IMPL_start_kind="input pin"
export IMPL_arrival_ns=1.03
export IMPL_path_common_cell="buf_12"
export IMPL_fin_ws_ns=-0.226
export IMPL_violations="setup timing"
export IMPL_cp_depth=5
export IMPL_holdPathEnd="next_pc[7]"
export IMPL_min_period_ns=1.23
export IMPL_aoi_share=0
export IMPL_overflow=0
export IMPL_hold_depth=3
export IMPL_die_area_um2=31700
export IMPL_worst_slew_pin_slew_ns=0.147
export IMPL_fin_util=0.318
export IMPL_drv_cap=0
export IMPL_crit_buf_inv=4
export IMPL_ys_warn_count=0
export IMPL_seqCellArea_um2=0
export IMPL_max_slew_margin=0.902
export IMPL_synthCells=180
export IMPL_hold_viol=0
export IMPL_power_total_mw=3.30
export IMPL_avgSynthCellArea_um2=15.1
export IMPL_io_buffer_count=421
export IMPL_gp_congestion=0.854
export IMPL_cpLargestDelayFamily="buffers and inverters"
export IMPL_clock_fmax_ghz=0.816
export IMPL_grt_max_degree=9
export IMPL_final_cells=963
export IMPL_worstHoldPathType="in2out"
export IMPL_dp_cells=922
export IMPL_rsz0062_at_grt="true"
export IMPL_num_clock_buffers=0
export IMPL_first_pass_iters=4
export IMPL_whs_ns=0.694
## synth_stat cells
library cell | instances | area share
buf_6 | 5 | 0.021
mux2_4 | 150 | 0.83
mux2_2 | 10 | 0.041
buf_12 | 15 | 0.11
## through the flow
step | TNS, ns | worst slack, ns | instance area [µm²]
floorplan | 0 | 0.0669 | 2720
global placement | -83.92 | -0.620 | 7160
detailed placement | -83.53 | -0.611 | 7160
CTS | -23.42 | -0.226 | 7530
global route | -24.86 | -0.233 | 7790
finish | -22.51 | -0.226 | 7790
## worst max path at each step
stage / to / startpoint / slack, ns
6_report: alu_operand2[23] / alu_op2_sel / -0.23
5_1_grt: alu_operand2[23] / alu_op2_sel / -0.23
4_1_cts: alu_operand2[23] / alu_op2_sel / -0.23
## routing by layer
layer  GRT usage  vias up  part of all wire
met5           0        -                 0
met3      0.0337        4             0.099
met2       0.189      185              0.52
met4     0.00764        0            0.0057
met1       0.121     1483              0.37
li1            -     1614                 -
## layout make-up
| class | count | area, µm² | area share |
|---|---|---|---|
| diodes | 1 | 2.50 | 0.000321 |
| multi-input cells | 160 | 2390 | 0.307 |
| well taps | 324 | 405 | 0.0520 |
| repair buffers | 478 | 4990 | 0.640 |
## power by group
part | switching [mW] | internal [mW]
registers | 0 | 0
logic | 0.853 | 2.45
clock network | 0 | 0.000000134
total | 0.853 | 2.45
## kinds of logic (layout without fill, tap and decap cells)
group / after synthesis / after routing
mux: 160 / 160
buf+inv: 20 / 478
other cells: 0 / 1
## timing repair
action                                  in CTS  in global routing
hold endpoints to repair                     0                  0
buffers inserted                            28                  4
cloned                                      13                  0
endpoints found under the setup margin     160                160
resized                                    899                 60
hold buffers                                 0                  0
Power is estimated from default activity; no workload was simulated.
