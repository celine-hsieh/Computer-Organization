--- ./design.v ---
module LD_Filter (
    input [2:0] func3,
    input signed [31:0] ld_data,
    output reg signed [31:0] ld_data_f
);
always @(*)
    begin
        case(func3)
            3'b000:   
                ld_data_f = ld_data >>> 24;
            3'b001:   
                ld_data_f = ld_data >>> 16;
            3'b010:   
                ld_data_f = ld_data;
            3'b100:   
                ld_data_f = ld_data >> 24;
            3'b101:   
                ld_data_f = ld_data >> 16;
            default:
                ld_data_f = ld_data;
        endcase
    end
endmodule
--- ./run.sh ---
#!/bin/bash
# OpenROAD 26Q1-2900-gdf79404cd8, Yosys 0.63+post, stock flow scripts
make -C /OpenROAD-flow-scripts/flow DESIGN_CONFIG=/design/flow/config.mk WORK_HOME=/design/flow/orfs finish
--- ./config.mk ---
export PLATFORM = sky130hd
export DESIGN_NAME = LD_Filter
export DESIGN_NICKNAME = LD_Filter
export VERILOG_FILES = /design/flow/design.v
export SDC_FILE = /design/flow/constraint.sdc
export NUM_CORES = 4
export LEC_CHECK = 1
export CORE_AREA = 10 10 70 70
export DIE_AREA = 0 0 80 80
--- ./constraint.sdc ---
current_design LD_Filter

set clk_period 2.9
set clk_io_pct 0.2

create_clock -name clk0 -period $clk_period

set non_clock_inputs [all_inputs -no_clocks]
set_input_delay [expr $clk_period * $clk_io_pct] -clock clk0 $non_clock_inputs
set_output_delay [expr $clk_period * $clk_io_pct] -clock clk0 [all_outputs]
==> run_results.csv <==
group,metric,value,unit
outcome,status,"finished, final reports clean",
timing,worst-slew-pin-transition,0.235,ns
critical_path,critical_path.top_delay_family,"buffers and inverters",
synthesis,yosys-mux-area-fraction,0.175,
layout,drive_above_1_share,0.0667,
synthesis,syn_inst,70,
critical_path,crit_path_buf_inv_count,4,
detailed_routing,wire_per_inst,14.8,um
timing,fmax,0.365,GHz
synthesis,simple_gate_share,0.134,
synthesis,dominant_kind_of_combinational_cell,"AND-OR/OR-AND gates",
layout,leading_cell_type_in_the_layout_fill_and_taps_excluded,"sky130_fd_sc_hd__clkdlybuf4s50_1",
timing,hold_violations,0,
synthesis,synthDistinctLibCells,16,
global_route,via_count_of_the_first_global_routing_pass,778,
floorplanning,num_rows,21,
layout,n_sequential_cell,0,
synthesis,ys_seq_share,0,
detailed_routing,ant_diodes,0,
pwr,power.leakage,0.560,nW
synthesis,synth_chip_area,458,sq um
placement,finalWeightedCongestion,0.736,
detailed_routing,route.vias.total,746,
detailed_routing,drtPass1Iterations,4,
layout,finish.cell_count_without_fillers,181,
critical_path,worst-setup-path-type,"in -> out",
critical_path,crit_path_max_incr_delay,0.50,ns
placement,dp.final_hpwl,2290,um
global_route,grt_pass1_wl,4100,um
critical_path,path_common_cell,"sky130_fd_sc_hd__clkdlybuf4s50_1",
timing,finalHoldWorstSlack,2.08,ns
global_route,grt_max_degree,29,
timing,clock_period_minus_worst_slack,2.74,ns
placement,numPortBuffers,67,
floorplanning,io_pins,67,
pwr,ir_worst_vdd,54.6,uV
detailed_routing,drc,0,
detailed_routing,detailedRoute.firstIterationViolations,42,
timing,setup-violations-final,0,
synthesis,synth-xor-area-share,0,
synthesis,synth-cells-yosys,70,
critical_path,crit_slowest_cell,"sky130_fd_sc_hd__clkdlybuf4s50_1",
job,log.warning_count,32,
detailed_routing,vias_per_cell,4.12,
timing,timing.setup.tns,0,ns
floorplanning,floorplan.initialDensity,0.134,
critical_path,critPathRequiredTime,2.32,ns
synthesis,aoi_oai_family_share_of_the_synthesized_area,0.571,
synthesis,yosys_warnings,1,
critical_path,critical_path.startpoint_type,"primary input",
critical_path,timing.critical_path.arrival,2.16,ns
placement,place.detailed.instances,181,
clock_tree,cts-hold-fix-buffers,0,
critical_path,worst-path-max-fanout,8,
detailed_routing,final_antenna_net_count,0,
floorplanning,die_area,6400,sq um
worst_hold_path,min_path_type,"in -> out",
pwr,p_per_area,155,nW/um^2
critical_path,cp_cell_sequence,"clkdlybuf4s50_1 > buf_4 > inv_1 > a2bb2oi_1 > clkdlybuf4s50_1",
layout,n_clock_buffer,0,
timing,rsz0062_at_grt,"no",
detailed_routing,routed_wirelength,2680,um
floorplanning,design.core.area,3420,sq um
synthesis,synth_adder_area_share,0,
layout,layout-area-overhead-vs-synth,163,%
global_route,antenna_found_initial,0,
timing,maxSlewViolCount,0,
global_route,grt_overflow_total,0,
timing,finalCritPeriodShare,0.944,
job,max-cap-violations,0,
critical_path,crit_path_end_kind,"output pin",
synthesis,post_synth_instance_area,458,sq um
synthesis,postSynthAreaPerCell,6.54,sq um
layout,register_area,0,sq um
layout,final_layout_top_logic_cells,"sky130_fd_sc_hd__clkdlybuf4s50_1 (67), sky130_fd_sc_hd__a21o_1 (15), sky130_fd_sc_hd__nand2_1 (9), sky130_fd_sc_hd__mux2i_1 (8), sky130_fd_sc_hd__a21oi_1 (8)",
global_route,grt_util_all_layers,0.0771,
floorplanning,die_w,80,um
layout,fillCellCount,352,
floorplanning,die_h,80,um
timing,worst_slew_margin_rel,0.843,
kinds of logic (layout without fill, tap and decap cells):
| kind of cell | Yosys count | after routing |
|---|---|---|
| AND-OR/OR-AND | 39 | 39 |
| buffers and inverters | 11 | 76 |
| multiplexers | 8 | 8 |
| AND/OR/NAND/NOR | 12 | 12 |
worst min-delay path: cells and delay by family:
family                 cells  cell delay, ns
AND/OR/NAND/NOR            1            0.06
buffers and inverters      2            0.80
AND-OR/OR-AND              1            0.05
power breakdown:
group / internal [mW] / total (mW) / switching [mW]
clock: 0 / 0 / 0
combinational: 0.134 / 0.187 / 0.0528
sequential: 0 / 0 / 0
metal layers:
layer  wire [um]  up-vias  track usage
li1            -      388            -
met1        1190      331        0.102
met2        1270       27        0.128
met3         223        0       0.0227
met4           0        0            0
met5           0        -            0
final cells by class:
cell class	instances	area (sq um)	area share
inverters	2	7.51	0.00622
multi-input cells	59	405	0.336
well taps	46	57.6	0.0477
repair buffers	74	736	0.610
Yosys cell counts:
library cell / count / share of area
sky130_fd_sc_hd__nor3b_2: 1 / 0.027
sky130_fd_sc_hd__a2bb2oi_1: 7 / 0.13
sky130_fd_sc_hd__or3b_1: 1 / 0.019
sky130_fd_sc_hd__buf_2: 2 / 0.022
sky130_fd_sc_hd__a21o_1: 15 / 0.25
sky130_fd_sc_hd__buf_4: 1 / 0.016
sky130_fd_sc_hd__nand2_1: 9 / 0.074
sky130_fd_sc_hd__a21oi_1: 8 / 0.087
sky130_fd_sc_hd__inv_1: 2 / 0.016
sky130_fd_sc_hd__o21ai_1: 3 / 0.033
sky130_fd_sc_hd__o21ai_0: 5 / 0.055
sky130_fd_sc_hd__mux2i_1: 8 / 0.17
sky130_fd_sc_hd__buf_6: 1 / 0.025
sky130_fd_sc_hd__clkbuf_1: 5 / 0.041
sky130_fd_sc_hd__nor2b_1: 1 / 0.014
sky130_fd_sc_hd__o31ai_1: 1 / 0.016
worst paths after layout:
check,end,slack (ns),startpoint,cells after the start
setup / recovery,ld_data_f[10],0.16,func3[1],5
hold / removal,ld_data_f[2],2.08,ld_data[2],4
what timing repair did:
action | CTS | global route
hold endpoints to repair | 0 | 0
gates resized | 0 | 1
setup endpoints to repair | 0 | 1
buffers inserted | 0 | 0
stage by stage:
step            util  power, mW  worst slack, ns  instance area [sq um]
6_report       0.353      0.187            0.162                   1210
3_3_place_gp   0.352      0.188           0.0980                   1200
5_1_grt        0.353      0.203           0.0510                   1210
4_1_cts        0.352      0.190           0.0877                   1200
3_5_place_dp   0.352      0.189           0.0880                   1200
2_1_floorplan      -     0.0494             1.03                    458
Power and IR drop assume default switching activity.
