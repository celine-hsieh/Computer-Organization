File: flow/config.mk
export PLATFORM = sky130hd
export DESIGN_NAME = RegFile
export DESIGN_NICKNAME = RegFile
export VERILOG_FILES = /design/flow/design.v
export SDC_FILE = /design/flow/constraint.sdc
export NUM_CORES = 4
export LEC_CHECK = 1
export CORE_UTILIZATION = 40
File: flow/constraint.sdc
current_design RegFile

set clk_period 6.0
set clk_io_pct 0.2

create_clock -name clk0 -period $clk_period [get_ports {clk}]

set non_clock_inputs [all_inputs -no_clocks]
set_input_delay [expr $clk_period * $clk_io_pct] -clock clk0 $non_clock_inputs
set_output_delay [expr $clk_period * $clk_io_pct] -clock clk0 [all_outputs]
File: flow/design.v
module RegFile (
    input clk,
    input wb_en,
    input [31:0] wb_data,
    input [4:0] rd_index,
    input [4:0] rs1_index,
    input [4:0] rs2_index,
    output [31:0] rs1_data_out,
    output [31:0] rs2_data_out
);
reg [31:0] registers [0:31];
always @(posedge clk) 
begin
    if(wb_en==1'b1 && rd_index !=0)
      registers[rd_index] <= wb_data;
    else if(rd_index ==0)
      registers[rd_index] <= 0;
end
assign rs1_data_out = registers[rs1_index];
assign rs2_data_out = registers[rs2_index];
endmodule
File: flow/run.sh
#!/bin/bash
# OpenROAD 26Q1-2900-gdf79404cd8, Yosys 0.63+post, stock flow scripts
make -C /OpenROAD-flow-scripts/flow DESIGN_CONFIG=/design/flow/config.mk WORK_HOME=/design/flow/orfs finish
==> results.toml <==
# yosys + openroad results
[drt]
routed_via_density = 5.878
postRouteAntennaNets = 0
dr.first_iter.drc_count = 2081
firstDrtPassIters = 5
routed_wl_mm = 153.4
route.detailed.drc = 0
drt-wirelength-per-cell_um = 29.34
detailroute.via_count = 30730

[yosys]
synthesis.yosys.warnings = 1
syn-cell-area_um2 = 49030
netlist_instances = 3421
ys_ff = 1024
avgSynthCellArea_um2 = 14.33
yosys_synthesis_chip_area_um2 = 49030
ys_cells = 3421
yosysSeqAreaShare_pct = 62.72
synth_cell_types = 27

[cells_and_area]
syn_to_final_growth_pct = 13.75
largest_register_ffs = 1024
fillers = 10470
largest_register = "registers"
largest_regs = "registers: 1024 flops"
final-instance-count-excl-fill = 5228
drive_above_1_share_pct = 9.967

[placement]
place_hpwl_mm = 90.58
placed_cells_incl_taps = 5046
tally_of_buffers_added_on_design_ports = 112
gp_congestion = 0.8966

[floorplan]
io_pins = 113
dieWidth_um = 352.1
core_area_um2 = 121700
floorplan.rows = 128
floorplan.initialDensity_pct = 40.28
die_area_um2 = 124000
die_h_um = 352.1

[sta]
fmaxAchievable_mhz = 181.5
finalCriticalPeriod_ns = 5.510
timing_hold_violations_final = 0
max_slew.worst_pin.slew_ns = 1.011
setup_total_negative_slack_ns = 0
timing.final.crit_share_pct = 91.83
setup_violations = 0
grt_setup_unrepaired = "false"
drv_slew = 0
timing.max_slew.rel_slack_pct = 32.42

[worst_setup_path]
criticalPathCategory = "input port to primary output"
critical_path_peak_fanout = 23
cp_data_required_time_ns = 4.80
endpoint_kind = "primary output"
data_arrival_critical_path_ns = 4.31
critical_path_launch_point_type = "input port"

[clock_network]
clockBufferDepth = 3
cts.reportedPaths.clkPinSlew_ns = 0.06
tritoncts = "built"
cts_buffers = 104
cts.htree.levels = 3
holdBufCountCts = 0
cts.root.buffer_cell = "sky130_fd_sc_hd__clkbuf_16"
post_cts_setup_buffer_count = 0
clock_net_sink_count = 1024
cts_resized = 0

[power]
clock_network_fraction_of_total_power_pct = 39.6
portion_of_total_power_attributed_to_combinational_logic_pct = 9.7
seqPwrFrac_pct = 50.7
power_per_cell_area_nw_per_um2 = 283.6
net-switching-power_w = 0.003650
power.leakage_nw = 20.31
power.internal_w = 0.01217
power.share.switching_pct = 23.07
peak_supply_drop_mv = 0.1994

[global_routing]
initial_antenna_violation_count = 7
pin_count_of_the_biggest_net_entering_global_routing = 74
gr-usage-all-layers_pct = 26.39
global_route.overflow_total = 0
wire_length_of_the_first_global_routing_pass_mm = 219.2
grt_pass1_vias = 31710

[status]
result_of_the_run = "finished, final reports clean"

[worst_hold_path]
hp-class = "input port to register"

[flow_run]
number_of_warnings_in_the_stage_logs = 26
drv.max_cap_violation_count = 0
==> stage by stage <==
| stage | worst slack [ns] | instance area, um^2 | total power, W | utilization [%] | hold slack (ns) |
|---|---|---|---|---|---|
| after floorplan | 2.210 | 49030 | 0.009052 | - | 1.575 |
| after global placement | 0.5516 | 52550 | 0.009694 | 43.18 | 2.049 |
| after detailed placement | 0.5103 | 52550 | 0.009696 | 43.18 | 2.056 |
| after CTS | 0.4959 | 55770 | 0.01589 | 45.82 | 1.341 |
| after global routing | 0.3757 | 55770 | 0.01625 | 45.82 | 1.386 |
| final | 0.4901 | 55770 | 0.01582 | 45.82 | 1.366 |
==> power groups by stage <==
stage / Combinational (W) / Sequential [W] / Clock, W
4_1_cts: 0.00153 / 0.00802 / 0.00634
5_1_grt: 0.00164 / 0.00802 / 0.00659
6_report: 0.00154 / 0.00802 / 0.00626
==> metal layers <==
metal | vias up | GRT usage [%] | wire [um] | share of wire [%]
met5 | - | 2.269 | 322 | 0.21
met4 | 16 | 6.296 | 4744 | 3.1
met3 | 295 | 16.12 | 22430 | 15
met2 | 1593 | 39.36 | 71130 | 46
met1 | 15150 | 33.61 | 54740 | 36
li1 | 13680 | - | - | -
==> synthesized netlist by cell type <==
master,number,area (um^2)
sky130_fd_sc_hd__and2_1,9,56.30
sky130_fd_sc_hd__inv_1,2,7.510
sky130_fd_sc_hd__nor2b_1,4,25.02
sky130_fd_sc_hd__nand2_1,194,728.2
sky130_fd_sc_hd__nand2b_1,4,25.02
sky130_fd_sc_hd__a31oi_1,64,400.4
sky130_fd_sc_hd__nand3_1,194,970.9
sky130_fd_sc_hd__clkbuf_1,75,281.5
sky130_fd_sc_hd__and2_4,22,192.7
sky130_fd_sc_hd__or3_4,2,22.52
sky130_fd_sc_hd__a21oi_1,192,960.9
sky130_fd_sc_hd__mux2i_1,1024,10250
sky130_fd_sc_hd__a211o_2,1,10.01
sky130_fd_sc_hd__nand3b_1,5,37.54
sky130_fd_sc_hd__clkbuf_4,4,30.03
sky130_fd_sc_hd__buf_2,67,335.3
sky130_fd_sc_hd__or2_2,2,12.51
sky130_fd_sc_hd__edfxtp_1,1024,30750
sky130_fd_sc_hd__a22o_1,128,1121
sky130_fd_sc_hd__and2_2,3,22.52
sky130_fd_sc_hd__a22oi_1,192,1441
sky130_fd_sc_hd__buf_6,31,349.1
sky130_fd_sc_hd__buf_1,15,56.30
sky130_fd_sc_hd__or3b_2,3,26.28
sky130_fd_sc_hd__nor2_1,33,123.9
sky130_fd_sc_hd__buf_4,63,473.0
sky130_fd_sc_hd__nor3_1,64,320.3
==> area by class of cell <==
class                   instances  area (um^2)  area share [%]
multi-input cells            2140        17050           30.56
clock buffers                 123         2695           4.833
inverters                       2        7.507         0.01346
well taps                    1625         2033           3.646
clock inverters                58        519.2          0.9311
repair buffers                255         2718           4.873
diodes                          1        2.502        0.004487
flip-flops and latches       1024        30750           55.14
==> logic make-up (layout without fill, tap and decap cells) <==
family                 after synthesis  count (layout)  share of synthesized area (%)
buffers and inverters              257             438                          3.126
DFF                               1024            1024                          62.72
muxes                             1024            1024                          20.91
and+or+nand+nor                    539             539                          5.229
AOI/OAI and AO/OA                  577             577                          8.023
other                                0               1                              0
==> final timing paths <==
path	startpoint	end	slack (ns)	cells past startpoint
setup / recovery	rs1_index[0]	rs1_data_out[0]	0.49	8
hold / removal	wb_data[15]	registers[31][15]	1.37	2
==> cells in the final DEF, fill, tap and decap left out, types with 2 or more instances in the layout <==
cell type                         count
sky130_fd_sc_hd__buf_4              102
sky130_fd_sc_hd__bufinv_16           10
sky130_fd_sc_hd__nand2b_2             4
sky130_fd_sc_hd__nand3_1            194
sky130_fd_sc_hd__clkinvlp_4           4
sky130_fd_sc_hd__mux2i_1           1024
sky130_fd_sc_hd__buf_8                2
sky130_fd_sc_hd__or3b_2               3
sky130_fd_sc_hd__and2_4              24
sky130_fd_sc_hd__clkdlybuf4s50_1    110
sky130_fd_sc_hd__buf_12              41
sky130_fd_sc_hd__nor2b_4              4
sky130_fd_sc_hd__a31oi_1             64
sky130_fd_sc_hd__nand3b_1             5
sky130_fd_sc_hd__or2_2                2
sky130_fd_sc_hd__a21oi_1            192
sky130_fd_sc_hd__nand2_2              2
sky130_fd_sc_hd__clkinv_2            15
sky130_fd_sc_hd__edfxtp_1          1024
sky130_fd_sc_hd__nand2_1            192
sky130_fd_sc_hd__a22oi_1            192
sky130_fd_sc_hd__and2_1               7
sky130_fd_sc_hd__or3_4                2
sky130_fd_sc_hd__clkbuf_1            18
sky130_fd_sc_hd__nor3_1              64
sky130_fd_sc_hd__clkbuf_16          105
sky130_fd_sc_hd__and2_2               3
sky130_fd_sc_hd__clkinv_1            28
sky130_fd_sc_hd__nor2_4              33
sky130_fd_sc_hd__a22o_1             128
==> critical path, cell delays in order <==
cell	delay (ns)
sky130_fd_sc_hd__clkdlybuf4s50_1	0.54
sky130_fd_sc_hd__nor2_4	0.82
sky130_fd_sc_hd__buf_4	0.54
sky130_fd_sc_hd__a22o_1	0.22
sky130_fd_sc_hd__nor3_1	0.05
sky130_fd_sc_hd__a31oi_1	0.25
sky130_fd_sc_hd__nand3_1	0.19
sky130_fd_sc_hd__clkdlybuf4s50_1	0.46
Power is estimated from default activity; no workload was simulated.
